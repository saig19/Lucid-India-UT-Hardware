### flow/design.v
`timescale 1ns / 1ps
module baudcon(clk,rst,clk_out);
input clk,rst;
output reg clk_out=1'b0;
reg[15:0] counter=16'b0000000000000000;
always@(posedge clk,posedge rst)
	begin
		if(rst)
		  counter<=16'b0000000000000000;
		else
			begin
			if(counter==16'd2604)
				begin
				clk_out=clk_out^1'b1;
				counter<=16'b0000000000000000;
				end
			else
			counter<=counter+16'b0000000000000001;
			end
	end
endmodule
`timescale 1ns / 1ps
module ttllogicctr(ip,op,ch,clk,reset);
input clk;
input wire ip;
reg prev = 1'b0;
input wire reset;
output reg op=1'b0;
output wire ch;
reg [3:0] ctr=4'b0000;
reg [7:0] ctr1;
baudcon baud1(clk_50M,rst,clk_baud);
assign ch=op;
always @(posedge clk,posedge reset)
	begin
	  if (reset)
		 op=1'b0;
	  else
		 begin
		 if(ip==1 && prev ==0)
		 begin
		 ctr=ctr+4'b0001;
		 prev=ip;
		 if(ctr==4'b0101)
			begin
			op=1'b1;
			ctr=4'b0000;
			ctr1=ctr1+8'b00000001;
			end
		 else
			op=1'b0;
		 end
		 else
		 prev=ip;
	end
		end
endmodule
### flow/run.sh
#!/bin/bash
# OpenROAD 26Q1-2900-gdf79404cd8, Yosys 0.63+post, stock flow scripts
make -C /OpenROAD-flow-scripts/flow DESIGN_CONFIG=/design/flow/config.mk WORK_HOME=/design/flow/orfs finish
### flow/config.mk
export PLATFORM = sky130hd
export DESIGN_NAME = ttllogicctr
export DESIGN_NICKNAME = ttllogicctr
export VERILOG_FILES = /design/flow/design.v
export SDC_FILE = /design/flow/constraint.sdc
export NUM_CORES = 4
export LEC_CHECK = 1
export CORE_AREA = 10 10 70 70
export DIE_AREA = 0 0 80 80
### flow/constraint.sdc
current_design ttllogicctr

set clk_period 2.5
set clk_io_pct 0.2

create_clock -name clk0 -period $clk_period [get_ports {clk}]

set non_clock_inputs [all_inputs -no_clocks]
set_input_delay [expr $clk_period * $clk_io_pct] -clock clk0 $non_clock_inputs
set_output_delay [expr $clk_period * $clk_io_pct] -clock clk0 [all_outputs]
==> impl_metrics.toml <==
# yosys + openroad results
[timing]
final_max_slew_viol_count = 0
fin_crit_sh = 0.6252
clock_skew_ns = 0.003535
grt_setup_unrepaired = "no"
setup_viol = 0
fmax_mhz = 639.8
finalCriticalPeriod_ns = 1.563
finalHoldViolCount = 0
fin_setup_tns_ns = 0
relSlewSlack = 0.8046
worstMarginPinSlew_ns = 0.2920

[finish]
regArea_um2 = 175.2
final_layout_size_suffix_gt1_frac = 0.1176
area_growth_pct = 34.96
final_area_um2 = 449.2
fill_cells = 403
final-comb-area_um2 = 138.9

[logic_synthesis]
syn_inst = 27
synth_flop_count = 6
syn_area_per_cell_um2 = 12.33
seq_area_frac_synth = 0.5263
ys_sh_aoi = 0.1090
simple_gate_share = 0.1805
ys_sh_mux = 0
yosys-stat-cells = 27
yosysUniqueCellTypes = 16
yosys_warnings = 5
synth_chip_area_um2 = 332.8
xor_area_frac = 0.05263
synthesis.area_um2 = 332.8
adder_share = 0.07519
top_logic_kind = "simple AND/OR/NAND/NOR gates"

[global_route]
grt_max_degree = 7
grt_pass1_wl_um = 952
antenna_found_initial = 0
grt_pass1_vias = 247
grt.total_usage = 0.01725
grt-ovfl-total = 0

[route]
vias = 207
drtPass1Iterations = 2
ant_nets = 0
drt_iter0_drc = 3
wl_per_cell_um = 6.350
antenna_cells = 0
via_per_inst = 2.588
drt_wl_total_um = 508
drc = 0

[floorplan]
die_w_um = 80
die-area_um2 = 6400
rows = 21
die_h_um = 80
core_area_um2 = 3416
floorplan.core_util = 0.09744
ios = 5

[critical_path]
worstSetupPathType = "reg -> out"
cp_slowest_cell = "clkdlybuf4s50_1"
worstPathBufferInverterCount = 1
worst_setup_path_end_kind = "output pin"
crit_family = "buffers and inverters"
reg2reg_from = "ctr[0]$_SDFFCE_PN0P_"
path_cells = "clkdlybuf4s50_1"
start_kind = "register"
crit_required_ns = 2.00
crit_path_start = "op$_DFFE_PP0P_"
worst-endpoint-arrival_ns = 1.06
critical_path.max_fanout = 3
slowest_delay_ns = 0.47

[place]
portBuffers = 4
hpwl_um = 421.4
routabilityCongestion = 0.7430
placed_area_um2 = 422.9

[clocking]
cts_buffers = 3
worstSkewPairLatency_ns = 0.24
cts-resized-gates = 0
postCtsHoldBufs = 0
cts_sinks = 6
post_cts.repair.setup_buffers = 0
htree_levels = 1
clk_pin_slew_worst_paths_ns = 0.04
root_buffer = "clkbuf_4"
clk_path_buf_depth = 2
cts_tree = "done"

[job]
log.warning_count = 26
maxCapViolations = 0

[power_and_ir_drop]
p_per_area_nw_per_um2 = 534.6
p_leak_nw = 0.1576
ir_drop_v = 0.0002939

[min_path]
min_path_type = "in -> async"

[status]
status = "complete, no violations"
## power by group
group	switching [mW]	internal, mW
clock	0.0329	0.0603
sequential	0.00434	0.116
combinational	0.00876	0.0182
## area by class of cell
cell class	instances	share of cell area
timing repair buffer	4	0.08914
tap	46	0.1281
clock buffer	4	0.05850
multi-input combinational	17	0.3092
inverter	3	0.02507
sequential	6	0.3900
## per-stage QoR
step / util / total power [mW] / instances / setup slack, ns / hold WS, ns
floorplan: - / 0.1361 / 27 / 1.157 / 0.2404
global placement: 0.1238 / 0.1491 / 76 / 0.8618 / 0.6237
detailed placement: 0.1238 / 0.1499 / 76 / 0.8253 / 0.6317
CTS: 0.1315 / 0.2467 / 80 / 0.8995 / 0.4360
global route: 0.1315 / 0.2611 / 80 / 0.8628 / 0.4581
finish: 0.1315 / 0.2401 / 80 / 0.9369 / 0.4446
## registers in the layout, indices dropped and copies added (netlist names)
register / cells
ctr: 4
op: 1
prev: 1
## cells by family (layout without fill, tap and decap cells)
family / Yosys count / in the layout
buffers and inverters: 4 / 11
AND/OR/NAND/NOR: 10 / 10
AND-OR/OR-AND: 3 / 3
flip-flops: 6 / 6
adder cells (fa/ha/maj): 2 / 2
XOR/XNOR: 2 / 2
## path summary, 6_finish.rpt
check / depth (start not counted) / endpoint / slack, ns
worst max-delay path: 1 / op / 0.94
min in group clk0: 2 / op$_DFFE_PP0P_ / 0.62
max in group asynchronous: 2 / op$_DFFE_PP0P_ / 1.95
worst min register to register: 2 / op$_DFFE_PP0P_ / 0.62
worst min-delay path: 2 / op$_DFFE_PP0P_ / 0.44
worst max register to register: 5 / ctr[0]$_SDFFCE_PN0P_ / 1.07
## placed cells by master, fill, tap and decap left out, drive strengths merged
master         Yosys  routed
edfxtp             5       5
ha                 2       2
nand3              2       2
a21o               1       1
clkdlybuf4s50      0       4
nor3b              1       1
xnor2              2       2
nor2               1       1
o31a               1       1
dfrtp              1       1
a211oi             1       1
inv                3       3
nand2              1       1
clkbuf             0       4
nor3               2       2
nand2b             2       2
and4bb             1       1
## cell usage after synthesis
library cell  number  share of area
o31a_1             1          0.026
and4bb_1           1          0.038
nand3_1            2          0.030
xnor2_1            2          0.053
nand2_1            1          0.011
ha_1               2          0.075
nor2_1             1          0.011
edfxtp_1           5           0.45
a21o_1             1          0.023
nor3b_1            1          0.023
dfrtp_1            1          0.075
a211oi_4           1          0.060
nand2b_1           2          0.038
nor3_1             2          0.030
inv_1              3          0.034
buf_4              1          0.023
## metal layers
layer	vias to the layer above	part of all wire	GRT usage
met5	-	0	0
met4	0	0	0.007042
met3	0	0.024	0.005682
met2	3	0.48	0.02889
met1	95	0.49	0.01965
li1	109	-	-
No activity file was given, so power comes from the tool's default toggle rates.
